## flow/run.sh

```bash
#!/bin/bash
# OpenROAD 26Q1-2900-gdf79404cd8, Yosys 0.63+post, stock flow scripts
make -C /OpenROAD-flow-scripts/flow DESIGN_CONFIG=/design/flow/config.mk WORK_HOME=/design/flow/orfs finish
```

## flow/config.mk

```make
export PLATFORM = sky130hd
export DESIGN_NAME = MPY
export DESIGN_NICKNAME = MPY
export VERILOG_FILES = /design/flow/design.v
export SDC_FILE = /design/flow/constraint.sdc
export NUM_CORES = 4
export LEC_CHECK = 1
export CORE_UTILIZATION = 30
```

## flow/constraint.sdc

```tcl
current_design MPY

set clk_period 1.7
set clk_io_pct 0.2

create_clock -name clk0 -period $clk_period [get_ports {clk}]

set non_clock_inputs [all_inputs -no_clocks]
set_input_delay [expr $clk_period * $clk_io_pct] -clock clk0 $non_clock_inputs
set_output_delay [expr $clk_period * $clk_io_pct] -clock clk0 [all_outputs]
```

## flow/design.v

```verilog
module MPY(clk, a, b, product);
    input clk;
    input [7:0] a, b;
    wire [7:0] ab0, ab1, ab2, ab3, ab4, ab5, ab6, ab7;
    wire [15:0] add0, add1, add2, add3, add4, add5, add6, add7;
    wire [15:0] ext0, ext1, ext2, ext3, ext4, ext5, ext6, ext7;
    wire [15:0] sum0, sum1, sum2, sum3, sum4, sum5, sum6, sum7, sum8, sum9, sum10, sum11, sum12;
    output [15:0] product;
    arrand and0(a, b[0], ab0);
    arrand and1(a, b[1], ab1);
    arrand and2(a, b[2], ab2);
    arrand and3(a, b[3], ab3);
    arrand and4(a, b[4], ab4);
    arrand and5(a, b[5], ab5);
    arrand and6(a, b[6], ab6);
    arrand and7(a, b[7], ab7);
    assign add0 = {{8{ab0[7]}}, ab0};
    assign add1 = {{7{ab1[7]}}, ab1, 1'b0};
    assign add2 = {{6{ab2[7]}}, ab2, 2'b0};
    assign add3 = {{5{ab3[7]}}, ab3, 3'b0};
    assign add4 = {{4{ab4[7]}}, ab4, 4'b0};
    assign add5 = {{3{ab5[7]}}, ab5, 5'b0};
    assign add6 = {{2{ab6[7]}}, ab6, 6'b0};
    assign add7 = {1'b0, ab7, 7'b0};
	assign ext0 = {{2{ab7[6]}}, 14'b0};
	assign ext1 = {{3{ab7[5]}}, 13'b0};
	assign ext2 = {{4{ab7[4]}}, 12'b0};
    assign ext3 = {{5{ab7[3]}}, 11'b0};
    assign ext4 = {{6{ab7[2]}}, 10'b0};
    assign ext5 = {{7{ab7[1]}}, 9'b0};
    assign ext6 = {{8{ab7[0]}}, 8'b0};
    adder adder1(clk,add0,add1,sum0);
    adder adder2(clk,sum0,add2,sum1);
    adder adder3(clk,sum1,add3,sum2);
    adder adder4(clk,sum2,add4,sum3);
    adder adder5(clk,sum3,add5,sum4);
    adder adder6(clk,sum4,add6,sum5);
    adder adder7(clk,sum5,add7,sum6);
    adder adder8(clk,sum6,ext0,sum7);
    adder adder9(clk,sum7,ext1,sum8);
    adder adder10(clk,sum8,ext2,sum9);
    adder adder11(clk,sum9,ext3,sum10);
    adder adder12(clk,sum10,ext4,sum11);
    adder adder13(clk,sum11,ext5,sum12);
    adder adder14(clk,sum12,ext6,product);
endmodule
module arrand(a, b, ab);
    input [7:0] a;
    input b;
    output [7:0] ab;
    assign ab[0] = a[0] & b;
    assign ab[1] = a[1] & b;
    assign ab[2] = a[2] & b;
    assign ab[3] = a[3] & b;
    assign ab[4] = a[4] & b;
    assign ab[5] = a[5] & b;
    assign ab[6] = a[6] & b;
    assign ab[7] = a[7] & b;
endmodule
module adder(clk, a, b, sum);
    input clk;
    input [15:0] a, b;
    output [15:0] sum;
    wire [15:0]c;
    HA HA1(clk, a[0], b[0], sum[0], c[0]);
    FA FA1(clk, a[1], b[1], c[0], sum[1], c[1]);
    FA FA2(clk, a[2], b[2], c[1], sum[2], c[2]);
    FA FA3(clk, a[3], b[3], c[2], sum[3], c[3]);
    FA FA4(clk, a[4], b[4], c[3], sum[4], c[4]);
    FA FA5(clk, a[5], b[5], c[4], sum[5], c[5]);
    FA FA6(clk, a[6], b[6], c[5], sum[6], c[6]);
    FA FA7(clk, a[7], b[7], c[6], sum[7], c[7]); 
    FA FA8(clk, a[8], b[8], c[7], sum[8], c[8]);
    FA FA9(clk, a[9], b[9], c[8], sum[9], c[9]);
    FA FA10(clk, a[10], b[10], c[9], sum[10], c[10]);
    FA FA11(clk, a[11], b[11], c[10], sum[11], c[11]);
    FA FA12(clk, a[12], b[12], c[11], sum[12], c[12]);
    FA FA13(clk, a[13], b[13], c[12], sum[13], c[13]);
    FA FA14(clk, a[14], b[14], c[13], sum[14], c[14]);
    FA FA15(clk, a[15], b[15], c[14], sum[15], c[15]);
endmodule
module FA(clk, a, b, cin, s, c);
    input clk;
    input a, b, cin;
    output  reg s, c;
    always @(posedge clk) begin
        s <= (a ^ b ^ cin);
        c <= ( a & b ) + ( b & cin ) + ( cin & a );
    end
endmodule
module HA(clk, a, b, s, c);
    input clk;
    input a, b;
    output  reg s, c;
    always @(posedge clk) begin
        s <=  a ^ b ; 
        c <=  a & b ;
    end
endmodule
```

==> reports/metrics.cfg <==
[worst_setup_path]
critPathSlowestCell = clkdlybuf4s50_1
crit_path_cell_trace = clkdlybuf4s50_1
cp.arrival_ps = 1290
required_ps = 1360
cpLargestDelayFamily = buffers and inverters
path_class = reg -> out
start_kind = register
cp-endpoint = product[12]
cp_max_fo = 1
r2r-start = adder5.FA11.s$_DFF_P_
cpPeakStageDelay_ps = 450
end_kind = output pin
worst-path-stages = 1
r2r_setup_slack_ps = 670
r2r-end = adder6.FA11.s$_DFF_P_
cp_num_buf_inv = 1
worst_r2r_path_depth = 3
cp-startpoint = adder14.FA12.s$_DFF_P_

[timing]
max_slew_margin = 0.679
setup_viol = 0
worst_slew_pin_slew_ps = 482
drv_slew = 0
rsz0062_at_grt = no
fmax_ghz = 0.615
finClkSkew_ps = 6.43
fin_ws_ps = 73.4
hold_viol = 0
finalClockPeriodUsage = 0.957
finalCriticalPeriod_ps = 1630

[route]
drt_iter0_drc = 158
ant_nets = 0
vias = 4929
firstDrtPassIters = 4
wl_per_cell_um = 8.66
drc = 0
vias_per_cell = 3.55
wl_um = 12000

[placed_design]
dpl.hpwl_um = 7840
portBuffers = 32
place_congestion = 0.730
dp_cells = 1330
post_dp_cell_area_sq_mm = 0.0113
dp_slack_ps = -194

[layout]
flop_area_sq_mm = 0.00659
finalNonFillerCells = 1387
syn_to_final_growth_pct = 18.3
final_layout_size_suffix_gt1_frac = 0.103
layout.area.comb_sq_mm = 0.00300
final_cell_area_sq_mm = 0.0123
fillCellCount = 3236

[synthesis]
top_cells_by_count = 329 x dfxtp_1, 139 x inv_1, 110 x xnor2_1
synth-seq-cells = 329
largest_area_cell = dfxtp_1
synth_top_area_share = 0.631
ys_chip_area_sq_mm = 0.0104
yosysWarnings = 2
syn_area_sq_mm = 0.0104
syn_avg_cell_area_sq_um = 12.1
edf_count = 0
yosys-stat-cells = 860
top_cell = dfxtp_1
flop_cell = dfxtp_1
synth_cell_types = 20
synthArstFlopShare = 0
top_cells_by_area = dfxtp_1 63%, xnor2_1 9.2%, fa_1 6.9%
synth_seq_share = 0.631
syn_inst = 860

[worst_hold_path]
hold_path_depth = 0
hp-class = reg -> reg

[clock_tree]
clk_path_buf_depth = 3
postCtsHoldBufs = 0
clk_latency_ps = 530
cts_resized = 0
post_cts.repair.setup_buffers = 0
clk_pin_slew_ps = 60
cts.htree.levels = 1
numCtsBuffers = 30
root_buffer = clkbuf_16
clock_sinks = 329
cts_tree = built

[global_route]
grt_overflow_total = 0
grt_usage = 0.0782
grt_pass1_wl_um = 22600
grt_start_max_net_pins = 16
antenna_found_initial = 2
grt_pass1_vias = 4974

[die]
die_y_um = 188
core_area_sq_mm = 0.0339
chipArea_sq_mm = 0.0355
rows = 67
die_w_um = 188
pin_count = 33
initial_core_util = 0.308

[outcome]
outcome = finished clean

[power]
cellLeakagePower_nw = 5.39
power.total_mw = 22.3
vdd_drop_max_v = 0.000933
power.density_mw_per_mm2 = 1810

[job]
cap_violations = 0
warning_count = 25

-- kinds of logic (layout without fill, tap and decap cells) --
logic type | after synthesis | after routing | synth area share
AND/OR/NAND/NOR | 112 | 112 | 0.0477
XOR/XNOR | 146 | 146 | 0.123
flip-flops | 329 | 329 | 0.631
other | 0 | 1 | 0
AND-OR/OR-AND | 15 | 15 | 0.00719
buffers and inverters | 182 | 260 | 0.0809
adder cells (fa/ha/maj) | 76 | 76 | 0.110
-- report_power, final --
part | switching (mW) | internal, mW
Clock | 2.69 | 3.89
Combinational | 1.58 | 2.39
Sequential | 1.12 | 10.7
-- how the worst min path moves through the flow --
| stage | endpoint | slack [ps] | start |
|---|---|---|---|
| 4_1_cts | adder7.FA2.s$_DFF_P_ | 320 | adder6.FA2.s$_DFF_P_ |
| 5_1_grt | adder4.FA1.s$_DFF_P_ | 320 | adder3.FA1.s$_DFF_P_ |
| 6_report | adder13.FA8.s$_DFF_P_ | 320 | adder12.FA8.s$_DFF_P_ |
-- layer usage --
metal  part of all wire  vias up  track usage
li1                   -     2612            -
met3              0.056       31       0.0200
met1               0.49     2212        0.112
met2               0.42       72        0.121
met5             0.0011        -            0
met4              0.031        2       0.0220
-- placed cells by master, fill, tap and decap left out, drive strengths merged --
master | netlist | layout
fa | 36 | 36
clkinvlp | 0 | 1
dfxtp | 329 | 329
dlymetal6s2s | 0 | 2
and2 | 18 | 18
and3 | 8 | 8
diode | 0 | 1
ha | 8 | 8
buf | 39 | 33
clkdlybuf4s50 | 0 | 30
nor2b | 1 | 1
clkbuf | 4 | 42
xnor2 | 110 | 110
nor2 | 15 | 15
o21ai | 15 | 15
nand2 | 70 | 70
bufinv | 0 | 2
inv | 139 | 139
xor2 | 36 | 36
clkinv | 0 | 11
maj3 | 32 | 32
-- area by class of cell --
class | count | area share
multi-input combinational | 349 | 0.243
tap | 448 | 0.0454
inverter | 139 | 0.0423
antenna | 1 | 0.000203
clock buffer | 42 | 0.0710
clock inverter | 14 | 0.00993
sequential | 329 | 0.533
timing repair buffer | 65 | 0.0545
-- stage by stage --
step	hold slack (ps)	TNS, ps	utilization
finish	324	0	0.365
global route	324	0	0.365
floorplan	310	0	-
detailed placement	312	-4960	0.335
CTS	319	0	0.364
global placement	310	-4590	0.335
