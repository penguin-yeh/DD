<file path="flow/config.mk">
export PLATFORM = sky130hd
export DESIGN_NAME = lab9_hw
export DESIGN_NICKNAME = lab9_hw
export VERILOG_FILES = /design/flow/design.v
export SDC_FILE = /design/flow/constraint.sdc
export NUM_CORES = 4
export LEC_CHECK = 1
export CORE_UTILIZATION = 40
</file>
<file path="flow/constraint.sdc">
current_design lab9_hw

set clk_period 4.9
set clk_io_pct 0.2

create_clock -name clk0 -period $clk_period [get_ports {CLK}]

set non_clock_inputs [all_inputs -no_clocks]
set_input_delay [expr $clk_period * $clk_io_pct] -clock clk0 $non_clock_inputs
set_output_delay [expr $clk_period * $clk_io_pct] -clock clk0 [all_outputs]
</file>
<file path="flow/design.v">
`timescale 1ns/1ps
module lab9_hw(
	CLK, 
	RST, 
	in_a, 
	in_b, 
	Product, 
	Product_Valid
);
input 			CLK, RST;
input 	[7:0]	in_a;			 
input 	[7:0]	in_b;			 
output 	[15:0]  Product;         
output  		Product_Valid;
reg 	[7:0]	Mplicand;		 
reg 	[7:0]	Mplier;			 
reg 	[15:0]	Product;         
reg 			Product_Valid;
reg 	[5:0]	Counter ;
reg				sign;			 
reg     [16:0] temp_product;
reg     [7:0]  temp;
reg     [8:0]  temp2;
reg     ov;
always @(posedge CLK or posedge RST)
begin
	if(RST)
		Counter <= 6'b0;
	else
		Counter <= Counter + 6'b1;
end
always @(posedge CLK or posedge RST)
begin
	if(RST) begin
		temp_product  <= 17'b0;
		Product <= 16'b0;
		Mplicand <= 8'b0;
		Mplier   <= 8'b0;	
		ov <= 1'b0;	
	end 
	else if(Counter == 6'd0) begin
		temp_product <= {8'b0,in_b,1'b0};
		Product     <= 16'b0;
		Mplicand 	<= in_a;
		Mplier	 	<= in_b;	
		ov <= 1'b0;	
	end 
	else if(Counter <=6'd4) 
	begin
		if(temp_product[2:0] == 3'b001 || temp_product[2:0] == 3'b010) 
			if(ov == 0)
				temp_product = temp_product + {Mplicand,9'b0};
			else
				{ov, temp_product} = {ov, temp_product} + {Mplicand,9'b0}; 
		else if(temp_product[2:0] == 3'b101 || temp_product[2:0] == 3'b110)begin
				temp = ~Mplicand + 1;
			if(ov == 0)
				temp_product = temp_product + {temp,9'b0};
			else 
				{ov, temp_product} = {ov, temp_product} + {temp,9'b0}; 
		end
		else if(temp_product[2:0] == 3'b011)begin
			temp = Mplicand + Mplicand;
			if(temp[7] == 1)begin
				temp2 = ~{1'b0,temp} + 1;
				{ov, temp_product} = temp_product + {temp2,9'b0};
			end
			else begin
				temp = ~temp + 1;
				{ov, temp_product} = temp_product + {temp,9'b0};
			end
		end
		else if(temp_product[2:0] == 3'b100)begin
			temp = Mplicand + Mplicand;
			if(temp[7] == 1)begin
				temp2 = ~{1'b0,temp} + 1;
				{ov, temp_product} = temp_product + {temp2,9'b0};
			end
			else begin
				temp = ~temp + 1;
				{ov, temp_product} = temp_product + {temp,9'b0};
			end
		end
                if(temp_product[16] == 1 || ov == 1)begin
			temp_product = temp_product >> 2'b10; 
			temp_product[16] = 1;
			temp_product[15] = 1;
		end
		else			
			temp_product = temp_product >> 2'b10; 
		Product = temp_product[16:1];
	end 
	else begin
		temp_product 	<= temp_product;
		Product     <= Product;
		Mplicand	<= Mplicand;
		Mplier 		<= Mplier;
	end
end
always @(posedge CLK or posedge RST)
begin
	if(RST)
		Product_Valid <=1'b0;
	else if(Counter==6'd5)
		Product_Valid <=1'b1;
	else
		Product_Valid <=1'b0;
end
endmodule
</file>
<file path="flow/run.sh">
#!/bin/bash
# OpenROAD 26Q1-2900-gdf79404cd8, Yosys 0.63+post, stock flow scripts
make -C /OpenROAD-flow-scripts/flow DESIGN_CONFIG=/design/flow/config.mk WORK_HOME=/design/flow/orfs finish
</file>
==> results.ini <==
[cts]
cts_tree=done
cts_resized=0
numCtsBuffers=5
clockRootBuffer=sky130_fd_sc_hd__clkbuf_8
ctsLongestPathBuffers=2
path_clk_slew_ns=0.08
clock_tree.htree_level_count=2
cts.sinks=40
clock_latency_ns=0.29
post-cts-setup-buffer-count=0
cts_hold_fix_bufs=0

[routing]
drtAntennaViolNets=0
detail_route.wl_per_cell_microns=15.6
diodes=0
detail_route.iter0.violations=188
vias_per_cell=5.49
drc_errors=0
firstDrtPassIters=4
total_via_count_in_the_routed_design=2573
totalWireLength_mm=7.30

[cells_and_area]
final_common_cell=sky130_fd_sc_hd__nand2_1
areaGrowthSynthToFinish_pct=15.0
post_route_cells_drive_above_1_share_pct=10.8
final-instance-count-excl-fill=469
fillCellCount=694
lay_top_cells=sky130_fd_sc_hd__nand2_1 (47), sky130_fd_sc_hd__dfrtp_1 (40), sky130_fd_sc_hd__clkdlybuf4s50_1 (34), sky130_fd_sc_hd__ha_1 (26), sky130_fd_sc_hd__a21oi_1 (20)

[place]
post-place-ws_ns=2.07
detailedPlacementHpwl_mm=5.46
buffers_added_on_ports=34
finalWeightedCongestion=0.879
placed_cells_incl_taps=461

[yosys]
instance_count_of_the_mapped_netlist=343
synth_sequential_area_ratio_pct=31.9
synthesis.yosys.warnings=1
ys.flops=40
post_synthesis_cell_count_from_yosys=343
synth_area_sq_um=3140
avgSynthCellArea_sq_um=9.16
distinct_cell_type_count_of_the_synthesized_netlist=69
count_of_flip_flops_with_a_built_in_enable_after_synthesis=0
synth_chip_area_sq_um=3140
ys_async_sr_fraction_pct=100
ys_dominant_reg_cell=sky130_fd_sc_hd__dfrtp_1

[grt]
wire_length_of_the_first_global_routing_pass_mm=12.6
grt-ovfl-total=0
first_global_vias=2524
overall_global_routing_resource_usage_pct=19.6
grt_antenna_before_repair=0
grt_start_max_net_pins=41

[timing]
final_cycle_utilization_of_the_critical_path_pct=59.8
drv_slew=0
final_critical_path_setup_slack_ns=1.97
fin_setup_tns_ns=0
peak_clock_frequency_supported_by_timing_mhz=341
skew_ns=0.00988
final_count_of_hold_timing_violations=0
min_period_ns=2.93
number_of_setup_violations_in_the_final_report=0
relSlewSlack_pct=59.5
setup_repair_after_global_routing_missed_its_margin=false
worst_pin_slew_ns=0.608

[critical_path]
ff2ff_setup_slack_ns=1.97
timing.critical_path.to=temp_product[15]
critical-path-max-stage-delay_ns=0.47
cp_cell_sequence=inv_1 -> ha_1 -> nand2_1 -> nor3_1 -> xnor2_1 -> ha_1 -> o21ai_0 -> a21oi_1 -> o221ai_1 -> a211oi_1 -> a211oi_2 -> o211ai_2
startpoint=Mplicand[0]
worst_ep_required_time_ns=5.12
crit-reg2reg-capture=temp_product[15]
timing.critical_path.to_type=flip-flop
worstPathArrival_ns=3.16
crit_path_frequent_cell=sky130_fd_sc_hd__ha_1
critical_path_s_slowest_cell=sky130_fd_sc_hd__a211oi_1
reg2regPathDepth=12
timing.setup.critical_path_class=reg2reg
timing.rr.start=Mplicand[0]
max_fo_critical_path=8
startpoint_class=flip-flop

[floorplanning]
chipArea_sq_um=8210
placement_rows=31
fp.dieH_microns=90.6
num_io_pins=35
core_util_floorplan_pct=42.4
core_region_area_sq_um=7410
die_w_microns=90.6

[power_and_ir_drop]
total_leakage_power_nw=1.58
power.density_cell_area_nw_per_um2=443
vdd.ir_drop.worst_mv=0.229

[run]
max_cap_violations=0
log.warning_count=28

[min_path]
hp-class=reg2reg

[outcome]
status=finished clean

## sequential cells by signal, indices dropped and copies added (netlist names)
name	flops
Counter	6
temp_product	16
Product	8
Mplicand	8
ov	1
Product_Valid	1
## synthesized netlist by cell type, types with 2 or more instances
cell type / number / area share, %
sky130_fd_sc_hd__a31oi_1: 3 / 0.60
sky130_fd_sc_hd__xor2_1: 8 / 2.2
sky130_fd_sc_hd__nand2b_1: 3 / 0.60
sky130_fd_sc_hd__nand4_1: 2 / 0.40
sky130_fd_sc_hd__a22oi_1: 6 / 1.4
sky130_fd_sc_hd__o21ai_0: 16 / 2.5
sky130_fd_sc_hd__xnor2_1: 13 / 3.6
sky130_fd_sc_hd__inv_1: 16 / 1.9
sky130_fd_sc_hd__a211oi_1: 10 / 2.4
sky130_fd_sc_hd__o21bai_1: 2 / 0.48
sky130_fd_sc_hd__a21o_1: 7 / 1.7
sky130_fd_sc_hd__buf_6: 3 / 1.1
sky130_fd_sc_hd__fa_1: 3 / 1.9
sky130_fd_sc_hd__nor2_1: 17 / 2.0
sky130_fd_sc_hd__o211ai_1: 2 / 0.48
sky130_fd_sc_hd__nor3_1: 3 / 0.48
sky130_fd_sc_hd__nand3_1: 11 / 1.8
sky130_fd_sc_hd__ha_1: 26 / 10
sky130_fd_sc_hd__mux2_2: 6 / 2.2
sky130_fd_sc_hd__buf_4: 9 / 2.2
sky130_fd_sc_hd__and3_1: 2 / 0.40
sky130_fd_sc_hd__a21oi_1: 20 / 3.2
sky130_fd_sc_hd__mux2i_1: 3 / 0.96
sky130_fd_sc_hd__dfrtp_1: 40 / 32
sky130_fd_sc_hd__o21ai_1: 8 / 1.3
sky130_fd_sc_hd__nand2_2: 3 / 0.60
sky130_fd_sc_hd__clkbuf_1: 5 / 0.60
sky130_fd_sc_hd__nand2_1: 47 / 5.6
sky130_fd_sc_hd__nor2b_1: 4 / 0.80
sky130_fd_sc_hd__o221ai_1: 3 / 0.84
sky130_fd_sc_hd__or3_1: 3 / 0.60
sky130_fd_sc_hd__or4_1: 2 / 0.48
## worst min-delay path by stage
| stage | start | end | slack (ns) | cells past startpoint |
|---|---|---|---|---|
| after CTS | ov | ov | 0.48 | 2 |
| after global routing | Product[7] | Product[7] | 0.50 | 1 |
| final | Product[1] | Product[1] | 0.48 | 2 |
## through the flow
stage	hold slack (ns)	util [%]	power (W)	instance area, sq um
after floorplan	0.414	-	0.00110	3140
after global placement	0.459	47.2	0.00132	3500
after detailed placement	0.462	47.2	0.00132	3500
after CTS	0.483	48.7	0.00161	3610
after global routing	0.503	48.7	0.00175	3610
final	0.478	48.7	0.00160	3610
## worst max-delay path, delay by kind of cell, from the launching register on
kind	cells	cell delay (ns)
AND-OR/OR-AND	6	1.17
adder cells (fa/ha/maj)	2	0.64
flip-flops	1	0.43
AND/OR/NAND/NOR	2	0.39
buffers and inverters	1	0.12
XOR/XNOR	1	0.11
## power breakdown
group          switching (W)  internal [W]
clock               0.000121      0.000151
combinational       0.000419      0.000413
sequential          0.000101      0.000394
total               0.000641      0.000958
## logic make-up after synthesis
family	share of synthesized area, %
simple gates	17.5
compound gates	21.6
flops	31.9
buf+inv	6.89
fa+ha+maj	12.3
xor+xnor	6.37
mux	3.47
## routing by layer
metal / wire length (microns) / part of all wire (%) / vias to the layer above / global-route usage, %
li1: - / - / 1285 / -
met1: 3650 / 50 / 1223 / 32.6
met2: 3220 / 44 / 57 / 28.9
met3: 338 / 4.6 / 8 / 2.31
met4: 91 / 1.2 / 0 / 2.42
met5: 0 / 0 / - / 0
## layout make-up
type                       instances  area [sq um]  area share [%]
timing repair buffer              38           370            10.3
clock inverter                     3          42.5            1.18
multi-input combinational        267          1930            53.4
clock buffer                       5          68.8            1.91
inverter                          17          77.6            2.15
tap                               99           124            3.43
sequential                        40          1000            27.7
Power and IR drop assume default switching activity.
