## flow/config.mk

```make
export PLATFORM = sky130hd
export DESIGN_NAME = RCA_16bit
export DESIGN_NICKNAME = RCA_16bit
export VERILOG_FILES = /design/flow/design.v
export SDC_FILE = /design/flow/constraint.sdc
export NUM_CORES = 4
export LEC_CHECK = 1
export CORE_AREA = 10 10 77 77
export DIE_AREA = 0 0 87 87
```

## flow/constraint.sdc

```tcl
current_design RCA_16bit

set clk_period 12.4
set clk_io_pct 0.2

create_clock -name clk0 -period $clk_period

set non_clock_inputs [all_inputs -no_clocks]
set_input_delay [expr $clk_period * $clk_io_pct] -clock clk0 $non_clock_inputs
set_output_delay [expr $clk_period * $clk_io_pct] -clock clk0 [all_outputs]
```

## flow/design.v

```verilog
`timescale 1ns/1ps
module RCA_16bit(a,b,cin,sum,cout);
    input [15:0] a,b;
    input cin;
    output [15:0] sum;
    output cout;
    wire [14:0] c; 
	fulladder FA1(a[0], b[0], cin, sum[0], c[0]);
	fulladder FA2(a[1], b[1], c[0], sum[1], c[1]);
	fulladder FA3(a[2], b[2], c[1], sum[2], c[2]);
	fulladder FA4(a[3], b[3], c[2], sum[3], c[3]);
	fulladder FA5(a[4], b[4], c[3], sum[4], c[4]);
	fulladder FA6(a[5], b[5], c[4], sum[5], c[5]);
	fulladder FA7(a[6], b[6], c[5], sum[6], c[6]);
	fulladder FA8(a[7], b[7], c[6], sum[7], c[7]);
	fulladder FA9(a[8], b[8], c[7], sum[8], c[8]);
	fulladder FA10(a[9], b[9], c[8], sum[9], c[9]);
	fulladder FA11(a[10], b[10], c[9], sum[10], c[10]);
	fulladder FA12(a[11], b[11], c[10], sum[11], c[11]);
	fulladder FA13(a[12], b[12], c[11], sum[12], c[12]);
	fulladder FA14(a[13], b[13], c[12], sum[13], c[13]);
	fulladder FA15(a[14], b[14], c[13], sum[14], c[14]);
	fulladder FA16(a[15], b[15], c[14], sum[15], cout);
endmodule
module fulladder(a,b,cin,sum,cout);
	input a, b, cin;
	output sum,cout;
	wire x, y, z;
	xorgate xor1(a, b, x);
	xorgate xor2(x, cin, sum);
	andgate and1(x, cin, y);
	andgate and2(a, b, z);
	orgate or1(y, z, cout);
endmodule
module xorgate (a,b,out);
	input a,b;
	output out;
	wire x,y;
	andgate and1(a, ~b, x);
	andgate and2(~a, b, y);
	orgate or1(x, y, out);
endmodule
module andgate (a,b,out);
	input a, b;
	output reg out;
	always @ (*)  begin
		#10 out <= a & b;  
	end
endmodule
module orgate (a,b,out);
	input a, b;
	output reg out;
	always @ (*)  begin
		#4 out <= a | b;  
	end
endmodule
```

## flow/run.sh

```bash
#!/bin/bash
# OpenROAD 26Q1-2900-gdf79404cd8, Yosys 0.63+post, stock flow scripts
make -C /OpenROAD-flow-scripts/flow DESIGN_CONFIG=/design/flow/config.mk WORK_HOME=/design/flow/orfs finish
```

==> Slide: Implementation Results <==
Key Metrics from the Run

Timing
  – Setup ws final: 238 ps
  – Relative slew slack: 0.924
  – Sum Neg Setup Slack: 0 ps
  – Hold Fails Final Rpt: 0
  – Final setup vio count: 0
  – Post-layout min period: 12160 ps
  – Cycle use final: 0.981
  – RSZ-0062 raised after global routing: no
  – F_max: a little over 80 MHz
  – Slew Limit Fails: 0
  – Worst slew pin tran: approximately 110 ps
  – Worst hold slack: 6020 ps

Floorplanning
  – Fp util: 0.105
  – IO Pins: roughly 50
  – Chip Area: approximately 7600 sq um
  – Die X: a little under 90 microns
  – Die H: between 80 and 90 microns
  – Core ar.: 4350 sq um
  – Std-Cell Rows: 24

Hold path
  – Worst hold path type: input port to primary output

Yosys
  – Cell area leaders: fa_1 70%, buf_4 26%, inv_1 4.1%
  – Yosys Chip Area: ~460 sq um
  – Avg Cell Area, Syn: about 12 sq um
  – Cells after synthesis: 37
  – Synth Seq Share: 0
  – Synth area leader: fa_1
  – Unique masters post-synth: 3
  – Synth Cell Area: between 400 and 500 sq um
  – Cells in synth_stat.txt: 37
  – Synth warnings: 2
  – Max-area cell share: 0.698

Power
  – Peak VDD IR: roughly 0.016 mV
  – PwrDens: 47.9 nW/um^2
  – LEAKAGE: 0.000337 uW

Final layout
  – Core Util, Final: 0.209
  – Share of cells above drive strength 1: 0.0282
  – Flop count: 0
  – Flop area: 0 sq um
  – Clock buf count: 0
  – Filler Cells Inserted: roughly 450
  – Fin cells: approximately 120
  – Dominant logic cell type in the layout: clkdlybuf4s50_1
  – Syn-to-layout area delta: 98.1%
  – Commonest cells after routing, fill and taps aside: 50 x clkdlybuf4s50_1, 14 x fa_1, 5 x inv_1

Worst setup path
  – Arr. time, crit path: a little under 10000 ps
  – Worst path required time: 9920 ps
  – Critical Path Fanout Max: 1
  – CP startpoint kind: input port
  – Worst Setup End Kind: primary output
  – Crit Path Class: input port to primary output

Placement
  – DP Wirelength: 1580 microns
  – Pre-CTS setup slack: between 100 and 150 ps
  – Final RePlAce weighted congestion: a little over 0.8
  – Dpl cells: approximately 120
  – IO Port Bufs: 50

GRT
  – All-layer global routing usage: 0.0404
  – Global-route wire length before repair: between 2000 and 2500 microns
  – Grt total ovfl: 0
  – Vias in the first global route: ~450
  – Pin count of the biggest net entering global routing: 2
  – Initial antenna violation count: 0

Routing
  – Final WL: between 1500 and 2000 microns
  – Vias: approximately 380
  – Avg WL per Cell: 13.1 microns
  – Antenna-violating nets left: 0
  – Drt initial violations: 0
  – Via-to-Cell Ratio: 3.11
  – Detailed Routing Iterations Pass 1: 1
  – Antenna cell count: 0
  – Post-detailed-route DRC marker count: 0

Run
  – Tool warning count: 32
  – Max Cap Viol: 0

Outcome
  – Run status: finished clean

Clock tree
  – Hold_buf cts: 0
## worst max-delay path, stage by stage
cell	delay (ps)
clkdlybuf4s50_1	430
fa_1	440
fa_1	400
fa_2	350
fa_1	390
fa_2	350
fa_1	380
fa_1	380
fa_1	380
fa_1	390
fa_1	380
fa_1	390
fa_1	380
fa_1	390
fa_1	390
fa_1	370
inv_1	80
fa_1	400
inv_1	70
clkdlybuf4s50_1	470
## stage by stage
stage | power [uW] | instance area (sq um)
2_1_floorplan | 20.7 | 459
3_3_place_gp | 44.6 | 905
3_5_place_dp | 44.2 | 905
4_1_cts | 44.5 | 905
5_1_grt | 48.9 | 910
6_report | 43.5 | 910
## cell type report
class                           instances  area (sq um)  area share
Tap cell                               52          65.1      0.0715
Inverter                                5          18.8      0.0206
Multi-Input combinational cell         16           325       0.358
Timing Repair Buffer                   50           500       0.550
## metal layers
layer,routed length [microns],global-route usage,vias up
met5,0,0,-
met4,0,0,0
met3,553,0.0519,0
met2,416,0.0440,52
met1,645,0.0496,172
li1,-,-,158
## where the power goes
| group | internal, uW | switching [uW] | total (uW) |
|---|---|---|---|
| combinational | 32.0 | 11.6 | 43.5 |
| sequential | 0 | 0 | 0 |
| clock | 0 | 0 | 0 |
| total | 32.0 | 11.6 | 43.5 |
## kinds of logic (layout without fill, tap and decap cells)
family / after synthesis / count (layout) / synth area share
buffers and inverters: 21 / 55 / 0.302
adders and majority gates: 16 / 16 / 0.698
## path summary, 6_finish.rpt
kind	from	to	slack [ps]	cells after the start
min	b[15]	cout	6020	5
max	a[0]	sum[15]	240	20
## what timing repair did
item | in CTS | in global routing
setup buffers | 0 | 0
setup endpoints to repair | 0 | 1
gates resized | 0 | 2
## synth_stat cells, drive strengths merged
library cell  count
buf              16
fa               16
inv               5
Power is estimated from default activity; no workload was simulated.
